===== design/flow/design.v =====
module mux(input1, input2, sel, output1);
	input wire [31:0] input1;
	input wire [31:0] input2;
	input wire sel;
	output reg [31:0] output1;
	always @(*) begin
		output1 = sel? input2: input1;
	end
endmodule  
module specialMux(input1, input2, sel, output1);
	input wire [31:0] input1;
	input wire [31:0] input2;
	input wire sel;
	output reg [31:0] output1;
	initial begin		
		output1 = 32'h80020000;
		$display("nextpc: %h",output1);
	end
	always @(*) begin
		if (sel == 1) 
		begin
		end
		output1 = sel? input2|32'h80000000 : input1;
	end
endmodule  
module immediateMux(input1, input2, sel, output1);
	input wire [31:0] input1;
	input wire [31:0] input2;
	input wire sel;
	output reg [31:0] output1;
	always @(*) begin
		output1 = sel? input2: input1;
	end
endmodule  

===== design/flow/run.sh =====
#!/bin/bash
# OpenROAD 26Q1-2900-gdf79404cd8, Yosys 0.63+post, stock flow scripts
make -C /OpenROAD-flow-scripts/flow DESIGN_CONFIG=/design/flow/config.mk WORK_HOME=/design/flow/orfs finish

===== design/flow/config.mk =====
export PLATFORM = sky130hd
export DESIGN_NAME = mux
export DESIGN_NICKNAME = mux
export VERILOG_FILES = /design/flow/design.v
export SDC_FILE = /design/flow/constraint.sdc
export NUM_CORES = 4
export LEC_CHECK = 1
export CORE_AREA = 10 10 70 70
export DIE_AREA = 0 0 80 80

===== design/flow/constraint.sdc =====
current_design mux

set clk_period 1.0
set clk_io_pct 0.2

create_clock -name clk0 -period $clk_period

set non_clock_inputs [all_inputs -no_clocks]
set_input_delay [expr $clk_period * $clk_io_pct] -clock clk0 $non_clock_inputs
set_output_delay [expr $clk_period * $clk_io_pct] -clock clk0 [all_outputs]

==> run notes <==
flow finished, numbers: run status=finished with violations, failing checks=setup timing, cell count after placement=177, area delta synth->final=212.0%, first-pass GRT wire length=4146 um, post-layout util=0.4971, crit path max fanout=7, Worst Setup SP=sel, endpoints failing setup=32, vias in the first global route=824, Hold Path Class=primary input to output pin, grt total ovfl=0, Tool Warnings=34, YS chip area=544.3 sq um, Yosys cell types=4, synthesized area=544.3 sq um, critical path capture point=output1[31], crit path capture type=output pin, fmax=0.8508 GHz, hold slack=0.6943 ns, Port Buf Inserts=97, Slew Limit Fails=0, Final Wtd Congestion=0.7595, initial antenna violation count=0, drt first pass iters=2, Post-DP HPWL=2396 um, I/O pin cnt=97, RSZ-0062 raised after global routing=yes, Worst path depth=5, Worst setup SP type=primary input, worst vdd rail ir drop=0.1734 mV, setup TNS=-5.032 ns, Die X=80 um, Slew HR=0.9592, Post-Route WL=2849 um, Fin. Hold Viols=0, Slew @ Worst Pin=0.06111 ns, pwr/cell area=388.7 nW/um^2, fp util=0.1593, Tmin final=1.175 ns, CP Class=primary input to output pin, registers=0, worst path cell trace=buf_12, buf_12, buf_8, mux2_4, buf_6, crit path DAT=0.98 ns, CP max stage cell=mux2_4, Power, Total=0.0006599 W, share of layout cells above drive strength 1=0.5616, Syn Inst Count=36, max incr delay on CP=0.30 ns, Yosys warnings=1, Antenna Diode Count=0, CP delay by family, top=buffers and inverters, Die H=80 um, syn avg cell area=15.12 sq um, most frequent cells in the layout=40 x dlygate4sd2_1, 32 x mux2_4, 29 x buf_6, placement row count=21, Avg Vias per Cell=3.802, Die ar.=6400 sq um, Core Area=3416 sq um, CP Buf/Inv Count=4, Hold Path Depth=3, final std cells w/o fill=192, leakage power=0.9905 nW, DRC Markers=0, yosys cell count=36, CP Data Required Time=0.80 ns, GRT Util Overall=0.07873, number of clock buffers in the layout=0, Top cell excl fill/tap=dlygate4sd2_1, WL/cell=14.84 um, # Max-Cap Violations=0, Post-DRT Antenna Nets=0, Final Worst Setup Slack=-0.1754 ns, register area share after synthesis=0, Hold-fix buffers, CTS=0, most frequent CP cell=buf_12, fin crit share=1.175, largest net degree at the start of global routing=8, vias post-DR=730, area taken by flip-flops and latches=0 sq um, DR iter-0 viols=4
==> tightest hold or removal path: cells and delay by family <==
family	cells	cell delay, ns
buf+inv	2	0.16
mux	1	0.13
==> through the flow <==
step | area (sq um) | setup WS [ns]
2_1_floorplan | 544.3 | 0.06690
6_report | 1698 | -0.1754
4_1_cts | 1607 | -0.1777
3_5_place_dp | 1536 | -0.4966
5_1_grt | 1698 | -0.1938
3_3_place_gp | 1536 | -0.4922
==> kinds of logic (layout without fill, tap and decap cells) <==
logic type / Yosys count / in the layout / share of synthesized area
buffers and inverters: 4 / 114 / 0.1310
muxes: 32 / 32 / 0.8690
==> where the power goes <==
group / switching, W / internal [W] / total [W]
Sequential: 0 / 0 / 0
Clock: 0 / 0 / 0
Combinational: 0.000141 / 0.000519 / 0.000660
==> cell type report <==
class / count / area (sq um)
fillers: 327 / 1718
repair buffers: 114 / 1160
multi-input cells: 32 / 480.5
well taps: 46 / 57.56
==> synth_stat cells <==
master | instances | share of area
buf_6 | 1 | 0.021
mux2_2 | 2 | 0.041
mux2_4 | 30 | 0.83
buf_12 | 3 | 0.11
==> metal layers <==
metal	track usage	part of all wire
met1	0.08965	0.40
met2	0.1429	0.49
met3	0.03068	0.11
met4	0	0
met5	0	0
==> worst min path at each step <==
stage	start	to
after CTS	input1[30]	output1[30]
after global routing	input1[27]	output1[27]
final	input1[24]	output1[24]
==> what timing repair did <==
item,in CTS,in global routing
setup endpoints to repair,32,32
cloned,1,0
gates resized,170,23
buffers inserted,14,0
Power figures rest on the tool's default switching activity, not on a simulated workload.
